==> design/flow/design.v <==
module mux_3_to_1(in1,in2,in3,sel,out);
  input wire [8:0] in1, in2,in3;
  input wire [1:0] sel;
  output reg [8:0] out;
  always @(in1,in2,in3,sel)
    begin
      out = 0;
      case(sel)
        2'b00 : out = in1;
        2'b01 : out = in2;
        2'b10 : out = in3;
        default: out = 'bx;
      endcase
    end
endmodule
==> design/flow/run.sh <==
#!/bin/bash
# OpenROAD 26Q1-2900-gdf79404cd8, Yosys 0.63+post, stock flow scripts
make -C /OpenROAD-flow-scripts/flow DESIGN_CONFIG=/design/flow/config.mk WORK_HOME=/design/flow/orfs finish
==> design/flow/config.mk <==
export PLATFORM = sky130hd
export DESIGN_NAME = mux_3_to_1
export DESIGN_NICKNAME = mux_3_to_1
export VERILOG_FILES = /design/flow/design.v
export SDC_FILE = /design/flow/constraint.sdc
export NUM_CORES = 4
export LEC_CHECK = 1
export CORE_AREA = 10 10 70 70
export DIE_AREA = 0 0 80 80
==> design/flow/constraint.sdc <==
current_design mux_3_to_1

set clk_period 1.3
set clk_io_pct 0.2

create_clock -name clk0 -period $clk_period

set non_clock_inputs [all_inputs -no_clocks]
set_input_delay [expr $clk_period * $clk_io_pct] -clock clk0 $non_clock_inputs
set_output_delay [expr $clk_period * $clk_io_pct] -clock clk0 [all_outputs]
==> reports/results.tsv <==
stage	metric	value	unit
worst_setup_path	endpoint type of the worst setup path	output port	
placement	Routability Congestion	0.811	
worst_setup_path	slowest CP cell	clkdlybuf4s50_1	
placement	placed insts	117	
drt	via-per-instance ratio	3.61	
cts	count of hold buffers inserted by post-cts repair	0	
pwr	power density over the cells	367	nW/um^2
status	run status	completed	
drt	M1 WL	690	um
global_routing	remaining global-route overflow	0	
logic_synthesis	Yosys Instances	35	
drt	detailed-routed wire length on met2	444	um
floorplanning	horizontal die dimension	80	um
layout	P&R area growth vs syn	201	%
logic_synthesis	sequential share of the synthesized area	0	%
worst_setup_path	cells along the critical path	clkdlybuf4s50_1, a22oi_1, o21ai_1, buf_2	
drt	DR WL met3	348	um
drt	highest routed layer	met3	
layout	FF+latch count	0	
timing	RSZ-0062 raised after global routing	yes	
floorplanning	die height	80	um
logic_synthesis	Mapped Area	240	um^2
timing	final-layout worst hold slack	895	ps
drt	first-iteration detailed-routing DRC count	5	
floorplanning	share of the core filled by cells before placement	7.03	%
layout	fraction of layout cells with a size suffix above 1	43.1	%
logic_synthesis	Ys Warns	1	
pwr	worst-case vdd ir drop	0.000202	V
worst_setup_path	highest fanout seen on the critical path	1	
floorplanning	chip area	6400	um^2
layout	fillers	392	
floorplanning	Rows	21	
drt	wire length after detailed routing	1.48	mm
worst_setup_path	startpoint-to-endpoint class of the critical path	in -> out	
worst_setup_path	data arrival time of the critical path	1040	ps
drt	DRT Pass-1 Iters	4	
global_routing	pin count of the biggest net entering global routing	10	
pwr	Pleak	0.000302	uW
logic_synthesis	average instance area after synthesis	6.86	um^2
drt	Routed wire per std cell	12.6	um
timing	worst slew slack as a fraction of its limit	85.9	%
timing	fin crit share	99.7	%
placement	number of buffers added on ports	38	
floorplanning	number of primary I/O pins	38	
logic_synthesis	Mapped Cells	35	
global_routing	initial antenna violation count	0	
drt	Ant. Diodes	0	
layout	tally of non-filler cells in the final layout	118	
timing	Peak Freq	0.771	GHz
timing	number of slew-limit violations in the final report	0	
global_routing	first-pass GRT wire length	2.13	mm
timing	pin slew with the least headroom to its limit	212	ps
drt	DRC viols	0	
floorplanning	Core Region	3420	um^2
logic_synthesis	total cell area reported by yosys after synthesis	240	um^2
layout	clock buffer instance count of the final layout	0	
worst_setup_path	launching element type of the critical path	primary input	
flow_run	number of max-capacitance violations reported	0	
global_routing	vias in the first global route	434	
worst_setup_path	Critical Path Max Stage Delay	400	ps
timing	final setup fails	0	
timing	time the final worst path needs with I/O delays and setup	1300	ps
drt	vias post-DR	426	
global_routing	GRT Overall Usage	4.04	%
worst_setup_path	required time of the critical path	1040	ps
worst_hold_path	class of the most critical hold timing path	in -> out	
drt	Post-DRT Antenna Nets	0	
layout	area of all sequential standard cells	0	um^2
flow_run	OpenROAD warning count	35	
timing	number of hold violations in the final report	0	
placement	HPWL after detailed placement	1.14	mm
logic_synthesis	Unique cell types	8	
-- power breakdown --
group | switching [uW] | internal, uW
Clock | 0 | 0
Combinational | 91.5 | 173
Sequential | 0 | 0
Total | 91.5 | 173
-- worst max-delay path, delay by kind of cell --
family,cells,cell delay (ps)
compound gates,2,260
buf+inv,2,510
-- placed cells by master (no fill, tap or decap), drive strengths merged --
cell,netlist,routed
nand2,9,9
dlygate4sd2,0,3
inv,2,2
o21ai,9,9
buf,4,14
dlymetal6s2s,0,3
a22oi,9,9
clkdlybuf4s50,0,21
ha,2,2
-- logic make-up after synthesis --
logic type	after synthesis	synth area share (%)
compound gates	18	50.0
simple gates	9	14.1
buf+inv	6	25.5
fa+ha+maj	2	10.4
-- final timing paths --
check / from / to / slack [ps] / cells past startpoint
worst max-delay path: in3[4] / out[4] / 4 / 4
worst min-delay path: in3[8] / out[8] / 900 / 4
-- what timing repair did --
item | in CTS | in global routing
resized | 59 | 6
buffers inserted | 0 | 0
gates cloned | 1 | 0
endpoints found under the setup margin | 9 | 9
pin swaps | 6 | 6
-- synthesized netlist by cell type, drive strengths merged --
library cell  n  area, um^2
a22oi         9        67.6
nand2         9        33.8
o21ai         9        52.6
buf           4        53.8
ha            2        25.0
inv           2        7.51
-- final cells by class --
class / count / area [um^2] / area share (%)
timing repair buffer: 41 / 404 / 56.0
tap: 46 / 57.6 / 7.97
multi-input combinational: 29 / 250 / 34.7
inverter: 2 / 10.0 / 1.39
-- metal layers --
layer | up-vias | GRT usage [%]
li1 | 205 | -
met1 | 176 | 6.06
met2 | 45 | 4.74
met3 | 0 | 2.73
met4 | 0 | 0
met5 | - | 0
-- through the flow --
stage,TNS (ps),setup WS (ps),utilization [%],total power (uW),cell area (um^2)
after floorplan,0,105,-,81.4,240
after global placement,-7610,-863,19.1,234,652
after detailed placement,-7780,-882,19.1,238,652
after CTS,-8.25,-8.25,20.6,264,703
after global routing,-219,-39.3,21.1,287,722
final,0,3.51,21.1,265,722
Power is estimated from default activity; no workload was simulated.
