<file path="flow/config.mk">
export PLATFORM = sky130hd
export DESIGN_NAME = counter
export DESIGN_NICKNAME = counter
export VERILOG_FILES = /design/flow/design.v
export SDC_FILE = /design/flow/constraint.sdc
export NUM_CORES = 4
export LEC_CHECK = 1
export CORE_AREA = 10 10 70 70
export DIE_AREA = 0 0 80 80
</file>
<file path="flow/constraint.sdc">
current_design counter

set clk_period 1.1
set clk_io_pct 0.2

create_clock -name clk0 -period $clk_period [get_ports {sys_clk}]

set non_clock_inputs [all_inputs -no_clocks]
set_input_delay [expr $clk_period * $clk_io_pct] -clock clk0 $non_clock_inputs
set_output_delay [expr $clk_period * $clk_io_pct] -clock clk0 [all_outputs]
</file>
<file path="flow/design.v">
module counter(count, dn_cnt_en, restore_cnt, sys_clk, rst_n);
  input wire sys_clk, rst_n, restore_cnt, dn_cnt_en;
  output reg [2:0] count;
  always @(posedge sys_clk or negedge rst_n)
    begin
      if(!rst_n) count <= 3'b100;
      else if(dn_cnt_en)   count <= count-1;
      else if(restore_cnt) count <= 3'b100;
      else count <= count;
    end
endmodule
</file>
<file path="flow/run.sh">
#!/bin/bash
# OpenROAD 26Q1-2900-gdf79404cd8, Yosys 0.63+post, stock flow scripts
make -C /OpenROAD-flow-scripts/flow DESIGN_CONFIG=/design/flow/config.mk WORK_HOME=/design/flow/orfs finish
</file>
==> impl_metrics.csv <==
group,metric,value,unit
status,outcome,"finished clean",
layout,area_growth,122,%
critical_path,slowest_stage,"dfrtp_1",
critical_path,endpoint_kind,"flip-flop",
placed_design,dp_worst_setup_slack,-85.6,ps
synthesis,yosysSeqAreaShare,51.3,%
drt,totalWireLength,475,um
layout,fin_cells,72,
drt,drtIter0Drc,2,
job,warnings,26,
min_path,min_path_type,"in -> async",
final_timing,maxSlewViolCount,0,
synthesis,ys_chip_area,149,sq um
synthesis,yosysTopAreaCell,"dfrtp_1",
synthesis,area_leaders,"dfrtp_1, dfstp_2, ha_1",
critical_path,cp_max_fo,2,
clock_network,cts_tree,"built",
floorplanning,io_pins,7,
pwr,comb_power_share,34.3,%
layout,fin_area,330,sq um
critical_path,critPathKind,"reg -> reg",
grt,grt_start_max_net_pins,7,
pwr,seq_power_share,29.8,%
synthesis,avgSynthCellArea,11.5,sq um
drt,diodes,0,
critical_path,worst-path-buf-inv,2,
clock_network,root_buffer,"clkbuf_4",
clock_network,cts_buffers,3,
synthesis,ys_seq_elements,3,
drt,wl_per_cell,6.60,um
synthesis,syn_area,149,sq um
floorplanning,chipArea,6400,sq um
clock_network,cts_htree_levels,1,
layout,n_fill_cell,402,
synthesis,yosys_warnings,1,
floorplanning,floorplan.core_util,4.36,%
synthesis,synthCells,13,
layout,largest_register_ffs,3,
final_timing,report.final.hold_viol_count,0,
final_timing,finClkSkew,2.92,ps
placed_design,placed_cells,66,
critical_path,path_cells,"buf_4 -> inv_2 -> ha_1 -> nand2b_4 -> o31ai_4",
pwr,cell_internal_pwr,0.403,mW
layout,top_regs,"count (3)",
final_timing,clock.fmax,921,MHz
final_timing,fin_crit_sh,98.7,%
final_timing,worst_slew_pin_slew,357,ps
layout,top_register,"count",
pwr,vdd_drop_max,286,uV
floorplanning,core,3420,sq um
grt,antenna_found_initial,0,
critical_path,cp_slowest_stage_delay,380,ps
drt,drc,0,
clock_network,hold_buffers,0,
drt,vias,154,
final_timing,final.min_clock_period,1090,ps
final_timing,relSlewSlack,76.1,%
critical_path,worst_setup_path_start_kind,"flip-flop",
final_timing,rsz0062_at_grt,"yes",
placed_design,gp_congestion,0.702,
clock_network,clk_pin_slew_worst_paths,30,ps
critical_path,cp.required,1240,ps
job,cap_violations,0,
pwr,power.density,1640,nW/um^2
drt,antenna_left,0,
clock_network,cts_sinks,3,
pwr,clkPwrFrac,35.9,%
placed_design,portBuffers,6,
synthesis,synth_top_area_share,33.6,%
layout,layout-drive-gt1-share,46.2,%
critical_path,worstPathArrival,1230,ps
pwr,finalPower,0.542,mW
pwr,p_leak,0.132,nW
final_timing,finalSetupTns,0,ps
synthesis,synth_stat.cells,13,
critical_path,cp_top_family,"flip-flops",
clock_network,clock_path_buffers,2,
grt,first_global_vias,159,
final_timing,setup_viol,0,
drt,vias_per_cell,2.14,
drt,dr.pass1.iters,3,
floorplanning,num_rows,21,
grt,grt_pass1_wl,724,um
clock_network,clock_latency,230,ps
floorplanning,die_h,80,um
final_timing,worst_slack,13.9,ps
grt,grt_use_total,1.55,%
floorplanning,die_x,80,um
pwr,sw_frac_of_total,25.7,%
synthesis,synthDistinctLibCells,11,
placed_design,dpl_cell_area,274,sq um
layout,final_core_util,9.67,%
final_timing,fin_hold_ws,181,ps
pwr,p_switching,0.139,mW
grt,overflow,0,
-- synthesized netlist by cell type, drive strengths merged --
library cell	n
ha	1
dfrtp	2
o31ai	1
inv	2
nor3	1
a21oi	1
dfstp	1
nor3b	1
a21o	1
xnor2	1
nand2b	1
-- final timing paths --
check	slack, ps	to	cells past startpoint	from
setup reg to reg	10	count[1]	5	count[0]
min in group clk0	610	count[1]	2	count[1]
setup / recovery	10	count[1]	5	count[0]
hold / removal	180	count[0]	1	rst_n
hold reg to reg	610	count[1]	2	count[1]
max in group asynchronous	700	count[2]	1	rst_n
-- layout make-up --
cell class                 instances  area (sq um)  area share [%]
clock buffer                       4          26.3            7.95
sequential                         3          76.3            23.1
timing repair buffer               9          76.3            23.1
multi-input combinational          8          86.3            26.1
tap                               46          57.6            17.4
inverter                           2          7.51            2.27
-- power groups by stage --
stage	clock (mW)	sequential [mW]	combinational, mW
global route	0.217	0.165	0.207
CTS	0.205	0.161	0.149
finish	0.194	0.162	0.186
-- worst register-to-register path: cells and delay by family, from the launching register on --
| family | cells | cell delay (ps) |
|---|---|---|
| AOI/OAI and AO/OA | 1 | 60 |
| adders and majority gates | 1 | 220 |
| DFF | 1 | 380 |
| and+or+nand+nor | 1 | 150 |
| buffers and inverters | 2 | 190 |
-- cell usage in the layout, fill, tap and decap left out --
cell	count
dlygate4sd2_1	1
dfstp_2	1
a21o_1	1
inv_1	1
inv_2	1
clkbuf_4	3
clkbuf_1	1
xnor2_1	1
o31ai_4	1
buf_4	3
dfrtp_1	2
nor3_1	1
clkdlybuf4s50_1	3
buf_2	1
ha_1	1
nor3b_2	1
a21oi_1	1
clkdlybuf4s15_1	1
nand2b_4	1
-- what timing repair did --
action,4_1_cts,5_1_grt
gates resized,6,4
buffers inserted,1,1
pin swaps,0,0
setup endpoints to repair,3,3
-- kinds of logic (layout without fill, tap and decap cells) --
kind of cell / after synthesis / in the layout / synth area share (%)
buf+inv: 2 / 15 / 5.04
xor+xnor: 1 / 1 / 5.88
flops: 3 / 3 / 51.3
compound gates: 3 / 3 / 13.4
simple gates: 3 / 3 / 16.0
fa+ha+maj: 1 / 1 / 8.40
-- layer usage --
metal	up-vias	wire length, um	global-route usage [%]	share of wire (%)
li1	71	-	-	-
met2	9	137	1.44	29
met1	74	209	1.46	44
met3	0	129	2.84	27
met4	0	0	0.352	0
met5	-	0	0	0
Power and IR drop assume default switching activity.
