$ cat ./design.v
module sft_register(sft_reg_out, sft_reg_in, LR_sft_en, ld_sft_reg, sys_clk, rst_n);
  input wire sys_clk, rst_n, ld_sft_reg;
  input wire [1:0] LR_sft_en;
  input wire [8:0] sft_reg_in;
  output reg [8:0] sft_reg_out;
  always @(posedge sys_clk or negedge rst_n)
    begin
      if(!rst_n) sft_reg_out <= 0;
      else if(LR_sft_en == 2'b10) sft_reg_out <= sft_reg_out << 1;
      else if(LR_sft_en == 2'b11) sft_reg_out <= sft_reg_out >> 1;   
      else if(ld_sft_reg) sft_reg_out <= sft_reg_in;
      else sft_reg_out <= sft_reg_out;
    end
endmodule
$ cat ./run.sh
#!/bin/bash
# OpenROAD 26Q1-2900-gdf79404cd8, Yosys 0.63+post, stock flow scripts
make -C /OpenROAD-flow-scripts/flow DESIGN_CONFIG=/design/flow/config.mk WORK_HOME=/design/flow/orfs finish
$ cat ./config.mk
export PLATFORM = sky130hd
export DESIGN_NAME = sft_register
export DESIGN_NICKNAME = sft_register
export VERILOG_FILES = /design/flow/design.v
export SDC_FILE = /design/flow/constraint.sdc
export NUM_CORES = 4
export LEC_CHECK = 1
export CORE_AREA = 10 10 70 70
export DIE_AREA = 0 0 80 80
$ cat ./constraint.sdc
current_design sft_register

set clk_period 1.1
set clk_io_pct 0.2

create_clock -name clk0 -period $clk_period [get_ports {sys_clk}]

set non_clock_inputs [all_inputs -no_clocks]
set_input_delay [expr $clk_period * $clk_io_pct] -clock clk0 $non_clock_inputs
set_output_delay [expr $clk_period * $clk_io_pct] -clock clk0 [all_outputs]
==> flow.log <==
[report] implementation figures
[metrics] status: finished clean
[metrics] average wire per cell in the routed design: ~12 um
[metrics] count of clock tree sinks: 9
[metrics] number of diodes added for antenna fixing: 0
[metrics] Slowest cell on crit path: sky130_fd_sc_hd__dfrtp_1
[metrics] power per unit of standard cell area: between 1000 and 1500 mW/mm2
[metrics] arrival time of data at the critical path endpoint: 0.83 ns
[metrics] routed vias/inst: 3.54
[metrics] global router's overall resource usage: under 10%
[metrics] distinct cell type count after synthesis: 7
[metrics] combined buffer and inverter count along the critical path: 1
[metrics] TritonCTS buffer count: 3
[metrics] detailed-route wire length: between 1 and 1.5 mm
[metrics] Largest Register: sft_reg_out
[metrics] Tightest Hold Check Type: in2async
[metrics] Core Region: 0.00342 mm2
[metrics] Detailed Route Iter0 Violations: 31
[metrics] setup repair after global routing missed its margin: false
[metrics] setup slack of the critical path after layout: around 0.053 ns
[metrics] number of global-route vias before repair: roughly 440
[metrics] drt pass-1 iters: 4
[metrics] count of instantiated cells in the yosys netlist: 39
[metrics] sequential element share of the synthesized area: around 44%
[metrics] fill count: about 360
[metrics] DRT antenna net count: 0
[metrics] registers with the highest flip-flop counts: sft_reg_out: 9 flops
[metrics] area growth from synthesis to layout: 75.6%
[metrics] clock transition at the register clock pins on the worst setup and hold paths after CTS: 0.06 ns
[metrics] vertical die size: 80 um
[metrics] max cap viols: 0
[metrics] top cell family by delay on the critical path: flip-flops
[metrics] count of library flops with an enable pin: 0
[metrics] clock tree from TritonCTS: done
[metrics] crit start category: register
[metrics] critical path's largest stage delay: 0.39 ns
[metrics] first-pass GRT wire length: between 2 and 2.5 mm
[metrics] number of instances in the synthesized netlist: 39
[metrics] number of flip-flops and latches in the synthesized netlist: 9
[metrics] port bufs: 22
[metrics] CP required: approximately 0.9 ns
[metrics] minimum setup slack after placement: -0.183 ns
[metrics] total of warnings raised by yosys: 1
[metrics] maximum vdd drop: 0.000393 V
[metrics] kind of critical path: reg2out
[metrics] netlist area before placement: between 500 and 600 um2
[metrics] Achievable Freq: between 0.9 and 1 GHz
[metrics] final critical-path required period: ~1.0 ns
[metrics] pin count of the biggest net entering global routing: 12
[metrics] initial standard-cell utilization of the core: around 15%
[metrics] routed via count: 428
[metrics] area of the chip: approximately 0.0064 mm2
[metrics] flip-flop count of the largest register after layout: 9
[metrics] cells taking the most area after synthesis: sky130_fd_sc_hd__mux2i_1 (45%), sky130_fd_sc_hd__dfrtp_1 (44%), sky130_fd_sc_hd__buf_6 (4.4%)
[metrics] Worst Clk Skew: roughly 0.007 ns
[metrics] Max FO, Critical Path: 2
[metrics] count of tool warnings: 25
[metrics] Final HPWL DP: about 1.2 mm
[metrics] commonest cells in the synthesized netlist: sky130_fd_sc_hd__mux2i_1 (23), sky130_fd_sc_hd__dfrtp_1 (9), sky130_fd_sc_hd__buf_6 (2), sky130_fd_sc_hd__o21ai_1 (2)
[metrics] CP cell instances: clkdlybuf4s15_1
[metrics] dominant register cell in the synthesized netlist: sky130_fd_sc_hd__dfrtp_1
[metrics] number of buffers on the longest clock path: 2
[metrics] Post-Syn Area per Cell: roughly 13 um2
[metrics] total cell area reported by yosys after synthesis: 508 um2
[metrics] clock latency of the later-clocked register in the worst-skew pair: around 0.26 ns
[metrics] endpoint type of the worst setup path: output port
[metrics] headroom to the max-slew limit: ~89%
[metrics] static leakage: around 0.43 nW
[metrics] asr flop ratio synth: 100%
[metrics] share of the synthesized area in the top cell type: a little under half
[metrics] root cell of the clock tree: sky130_fd_sc_hd__clkbuf_4
[metrics] weighted congestion at the end of routability-driven global placement: 0.745
[metrics] largest area contributor in the netlist: sky130_fd_sc_hd__mux2i_1
[metrics] Pins Over Slew Limit: 0
[metrics] number of placement rows: 21
[metrics] Finish-stage setup viols: 0
[metrics] ratio of final minimum period to clock period: a little over nine tenths
[metrics] initial antenna violation count: 0
[metrics] transition time at the pin with the least slew margin: approximately 0.16 ns
[metrics] die width: 80 um
[metrics] ports placed on the boundary: 23
[metrics] Fin. Hold Viols: 0
[metrics] post-synthesis cell type with the largest instance count: sky130_fd_sc_hd__mux2i_1
[metrics] share of final-layout standard cells stronger than drive strength 1: roughly 28%
[metrics] DRC errors left: 0
[metrics] htree depth: 1
[metrics] share of the core filled with cells in the final layout: 26.1%
[metrics] Overflow after GRT: 0
-- per-layer routing --
layer / wire, um / global-route usage, % / vias up
met1: 685 / 6.71 / 193
met4: 0 / 0.352 / 0
met3: 231 / 4.09 / 0
met2: 575 / 5.14 / 21
met5: 0 / 0 / -
li1: - / - / 214
-- power by group --
part / switching, mW / internal [mW]
Combinational: 0.155 / 0.280
Clock: 0.112 / 0.140
Sequential: 0.0366 / 0.398
-- layout by cell type (no fill, tap or decap) --
cell type	synthesis	final
sky130_fd_sc_hd__clkbuf_1	0	1
sky130_fd_sc_hd__clkbuf_2	0	5
sky130_fd_sc_hd__nand3_1	1	1
sky130_fd_sc_hd__nand3b_1	1	1
sky130_fd_sc_hd__clkdlybuf4s15_1	0	4
sky130_fd_sc_hd__clkbuf_4	0	3
sky130_fd_sc_hd__clkdlybuf4s50_1	0	13
sky130_fd_sc_hd__o21ai_1	2	2
sky130_fd_sc_hd__buf_4	1	10
sky130_fd_sc_hd__dfrtp_1	9	9
sky130_fd_sc_hd__buf_12	0	3
sky130_fd_sc_hd__mux2i_1	23	23
-- cell type report --
class | count | area, um2 | share of cell area [%]
flip-flops and latches | 9 | 225 | 25.2
multi-input cells | 27 | 253 | 28.3
repair buffers | 35 | 330 | 37.0
clock buffers | 4 | 26.3 | 2.95
well taps | 46 | 57.6 | 6.45
-- timing repair --
action	in CTS	in global routing
setup endpoints to repair	9	5
hold buffers	0	0
resized	18	5
setup buffers	1	0
hold endpoints to repair	0	0
-- path summary, 6_finish.rpt --
| kind | slack, ns | start | depth (start not counted) | endpoint |
|---|---|---|---|---|
| max reg2reg | 0.22 | sft_reg_out[1] | 3 | sft_reg_out[2] |
| min reg2reg | 0.65 | sft_reg_out[7] | 3 | sft_reg_out[8] |
| max | 0.05 | sft_reg_out[4] | 1 | sft_reg_out[4] |
| max in group asynchronous | 0.71 | rst_n | 2 | sft_reg_out[5] |
| min | 0.25 | rst_n | 2 | sft_reg_out[0] |
| min in group clk0 | 0.61 | sft_reg_in[0] | 3 | sft_reg_out[0] |
-- cell families (layout without fill, tap and decap cells) --
| kind of cell | count (synthesis) | in the layout | synth area share (%) |
|---|---|---|---|
| AOI/OAI and AO/OA | 2 | 2 | 1.97 |
| buffers and inverters | 3 | 39 | 5.91 |
| and+or+nand+nor | 2 | 2 | 2.46 |
| muxes | 23 | 23 | 45.3 |
| DFF | 9 | 9 | 44.3 |
-- stage by stage --
step / instances / area (um2) / hold slack (ns) / power [mW] / TNS (ns)
finish: 121 / 892 / 0.249 / 1.12 / 0
global route: 121 / 892 / 0.260 / 1.21 / 0
CTS: 121 / 917 / 0.253 / 1.16 / 0
detailed placement: 116 / 883 / 0.525 / 0.924 / -1.50
global placement: 116 / 883 / 0.526 / 0.921 / -1.42
floorplan: 39 / 508 / -0.0756 / 0.580 / 0
Power is estimated from default activity; no workload was simulated.
